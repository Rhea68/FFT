===== ./run.sh =====
#!/bin/bash
# OpenROAD 26Q1-2900-gdf79404cd8, Yosys 0.63+post, stock flow scripts
make -C /OpenROAD-flow-scripts/flow DESIGN_CONFIG=/design/flow/config.mk WORK_HOME=/design/flow/orfs finish

===== ./config.mk =====
export PLATFORM = sky130hd
export DESIGN_NAME = mux_123
export DESIGN_NICKNAME = mux_123
export VERILOG_FILES = /design/flow/design.v
export SDC_FILE = /design/flow/constraint.sdc
export NUM_CORES = 4
export LEC_CHECK = 1
export CORE_AREA = 10 10 86 86
export DIE_AREA = 0 0 96 96

===== ./design.v =====
module mux_123 ( input logic [7:0]  reb,imb,rew,imw,rea,ima,reg_alu, 
               input logic s00,s11,s22,s33,s44,s55,s66,s77,s88, 	  
			  output logic signed[7:0] mux1,mux2,
			  output logic  [7:0] mux3);
always_comb
  begin
   mux1 =0;
   mux2 =0;
   mux3 =0;
    if(s00)
       begin	    
   	    mux1 =reb;	
	    mux2 =rew;        
		end
	  else if (s11) begin
	    mux1 =imb;	
	    mux2 =imw;
        mux3=rea;
		end
	else if (s22)begin
	    mux1 =reb;	
	    mux2 =imw;
        mux3=reg_alu;
		end
	else if (s33)begin
	    mux1 =imb;	
	    mux2 =rew;
        mux3=ima;
		end
	else if (s44)begin
	    mux1 =reb;	
	    mux2 =rew;
        mux3=reg_alu;
		end
	else if (s55)begin
	    mux1 =imb;	
	    mux2 =imw;
        mux3=rea;
		end
	else if (s66)begin
	    mux1 =reb;	
	    mux2 =imw;
        mux3=reg_alu;
		end
	else if (s77)begin
	    mux1 =imb;	
	    mux2 =rew;
        mux3=ima; 
	    end
	else if(s88) begin
	    mux3=reg_alu; 	    
		end
  end
  endmodule 

===== ./constraint.sdc =====
current_design mux_123

set clk_period 4.8
set clk_io_pct 0.2

create_clock -name clk0 -period $clk_period

set non_clock_inputs [all_inputs -no_clocks]
set_input_delay [expr $clk_period * $clk_io_pct] -clock clk0 $non_clock_inputs
set_output_delay [expr $clk_period * $clk_io_pct] -clock clk0 [all_outputs]

==> flow_metrics.py <==
# Flow results
metrics = {
    "route": {
        "vias": 871,
        "drc_errors": 0,
        "routed_via_density": 3.94,
        "ant_nets": 0,
        "wl_mm": 3.04,
        "wire_per_inst_um": 13.7,
        "n_antenna_cell": 0,
        "drtPass1Iterations": 4,
        "drtIter0Drc": 8,
    },
    "die": {
        "fp_util_pct": 8.97,
        "dieWidth_um": 96,
        "dieArea_mm2": 0.00922,
        "core_region_area_mm2": 0.00554,
        "fp-row-count": 27,
        "io_pins": 89,
        "die.size.y_um": 96,
    },
    "layout": {
        "nFlopsAndLatches": 0,
        "fill_cells": 619,
        "logic_area_um2": 467,
        "layout-drive-gt1-share_pct": 7.38,
        "final_cells": 221,
        "syn_to_final_growth_pct": 198,
        "clkbuf_count": 0,
        "regArea_um2": 0,
        "design_area_mm2": 0.00148,
        "final_core_util_pct": 26.7,
    },
    "placed_design": {
        "placed_cells": 221,
        "place_congestion": 0.792,
        "dp_hpwl_mm": 2.77,
        "placed_area_mm2": 0.00148,
        "port_buffers": 89,
    },
    "outcome": {
        "outcome": "finished clean",
    },
    "synth": {
        "common_cells": "a22o_1 (16), a221o_1 (8), and2_1 (8)",
        "synth_chip_area_um2": 497,
        "avgSynthCellArea_um2": 8.42,
        "top_area_share_pct": 28.2,
        "ys_types": 22,
        "synth_cells": 59,
        "yosysSeqAreaShare_pct": 0,
        "ys_cells": 59,
        "synthTopCellsByArea": "a22o_1 (28%), a221o_1 (16%), and2_1 (10%)",
        "most_common_cell": "a22o_1",
        "netlist_area_um2": 497,
        "ys_warn_count": 1,
        "yosysTopAreaCell": "a22o_1",
    },
    "min_path": {
        "hold_path.class": "in -> out",
        "min_to": "mux2[0]",
        "min_path_cells": 3,
        "holdCritStartpoint": "rew[0]",
    },
    "final_timing": {
        "grt_setup_unrepaired": "false",
        "setup-violations-final": 0,
        "maxSlewViolCount": 0,
        "holdWs_ns": 2.91,
        "finalSetupTns_ns": 0,
        "finalClockPeriodUsage_pct": 84.1,
        "fmax_mhz": 248,
        "period_needed_ns": 4.03,
        "slew_headroom_pct": 60.4,
        "hold_violations": 0,
        "worst_pin_slew_ns": 0.591,
    },
    "global_routing": {
        "grt_max_degree": 9,
        "grt.total_usage_pct": 5.91,
        "grt_pass1_vias": 901,
        "antenna_found_initial": 0,
        "grt_pass1_wl_mm": 4.42,
        "overflow": 0,
    },
    "setup_path": {
        "crit_arrival_ns": 3.07,
        "cp_data_required_time_ns": 3.84,
        "cp-end-kind": "primary output",
        "critPathKind": "in -> out",
        "critPathLaunchType": "primary input",
        "worst-path-max-fanout": 8,
    },
    "power_and_ir_drop": {
        "irDropWorstVdd_uv": 39.4,
        "p_leak_nw": 0.551,
        "powerDensity_mw_per_mm2": 89.2,
    },
    "run": {
        "warnings": 32,
        "max_cap_viol_count": 0,
    },
    "clock_tree": {
        "hold_buffers": 0,
        "cts-resized-gates": 0,
        "cts_setup_buffers": 0,
    },
}
==> cells by family after synthesis <==
family	synth area share, %
buffers and inverters	6.05
AOI/OAI and AO/OA	71.8
and+or+nand+nor	22.2
==> through the flow <==
| stage | worst slack [ns] | total power [mW] |
|---|---|---|
| finish | 0.765 | 0.132 |
| global route | 0.617 | 0.144 |
| CTS | 0.731 | 0.135 |
| detailed placement | 0.736 | 0.134 |
| global placement | 0.758 | 0.135 |
| floorplan | 1.88 | 0.0332 |
==> critical path, stage by stage <==
cell             delay [ns]
clkdlybuf4s50_1        0.58
or4b_4                 0.57
a21oi_4                0.24
and2_1                 0.16
a221o_1                0.10
clkdlybuf4s50_1        0.46
==> worst max path at each step <==
| stage | from | slack, ns | to | depth (start not counted) |
|---|---|---|---|---|
| final | s22 | 0.77 | mux3[4] | 6 |
| after global routing | s33 | 0.62 | mux3[6] | 6 |
| after CTS | s22 | 0.73 | mux3[2] | 6 |
==> placed cells by master, fill, tap and decap left out, types with 2 or more instances in the layout <==
| cell | Yosys | layout |
|---|---|---|
| a221o_1 | 8 | 8 |
| inv_1 | 5 | 5 |
| a22o_1 | 16 | 16 |
| a21oi_1 | 4 | 4 |
| clkdlybuf4s50_1 | 0 | 89 |
| buf_4 | 0 | 2 |
| o31ai_2 | 2 | 2 |
| and2_1 | 8 | 8 |
==> cell type report <==
class / instances / area share [%]
Tap cell: 72 / 6.08
Multi-Input combinational cell: 53 / 31.5
Inverter: 5 / 1.27
Timing Repair Buffer: 91 / 61.1
==> report_power, final <==
group	leakage [nW]	total [mW]	internal, mW	switching (mW)
Sequential	0	0	0	0
Clock	0	0	0	0
Combinational	0.551	0.132	0.0978	0.0343
Total	0.551	0.132	0.0978	0.0343
==> routing by layer <==
layer	up-vias	global-route usage [%]	wire length [µm]
met1	362	7.55	1420
met5	-	0	0
li1	437	-	-
met3	0	3.93	559
met2	72	8.63	1060
met4	0	0	0
Power is estimated from default activity; no workload was simulated.
