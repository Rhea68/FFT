**/design/flow/config.mk**
```make
export PLATFORM = sky130hd
export DESIGN_NAME = alu
export DESIGN_NICKNAME = alu
export VERILOG_FILES = /design/flow/design.v
export SDC_FILE = /design/flow/constraint.sdc
export NUM_CORES = 4
export LEC_CHECK = 1
export CORE_UTILIZATION = 40
```
**/design/flow/constraint.sdc**
```tcl
current_design alu

set clk_period 5.0
set clk_io_pct 0.2

create_clock -name clk0 -period $clk_period [get_ports {clock}]

set non_clock_inputs [all_inputs -no_clocks]
set_input_delay [expr $clk_period * $clk_io_pct] -clock clk0 $non_clock_inputs
set_output_delay [expr $clk_period * $clk_io_pct] -clock clk0 [all_outputs]
```
**/design/flow/design.v**
```verilog
module alu (input logic clock, n_rst,                          
			  input logic  [7:0] reg_mul, mux3, 
			  input logic s11,s22,s33,s44,s55,s66,s77,s88,
			  output logic [7:0] reg_alu,
			  output logic [7:0] rey,imy,rez,imz,
			  output logic [7:0]alu_out,
			 output logic  [7:0] reg_mul_out);
always_comb
  begin
 alu_out=0;
 begin
  if (s22||s55||s77||s88)
     reg_mul_out=~reg_mul+1;
	else 
	 reg_mul_out=reg_mul;
	end
	alu_out=reg_mul_out+mux3;
  end
always_ff@(posedge clock, negedge n_rst)
 begin
   if (!n_rst)
    begin
     rey<=0;
     imy<=0;
     rez<=0;
     imz<=0;
	 reg_alu<=0;
    end
    else if(s11)
      reg_alu<=alu_out;
        else if (s22)
          rey<=alu_out;
            else if (s33)
              reg_alu<=alu_out;
	            else if (s44)
                   imy<=alu_out;
				   else if (s55)
                      reg_alu<=alu_out;
					    else if (s66)						 
                           rez<=alu_out;
						   else if (s77)
						     reg_alu<=alu_out;
							  else if (s88)
							    imz<=alu_out;
  end
endmodule
```
**/design/flow/run.sh**
```bash
#!/bin/bash
# OpenROAD 26Q1-2900-gdf79404cd8, Yosys 0.63+post, stock flow scripts
make -C /OpenROAD-flow-scripts/flow DESIGN_CONFIG=/design/flow/config.mk WORK_HOME=/design/flow/orfs finish
```
==> reports/results.ini <==
[worst_setup_path]
critical_path_arrival_ns=3.80
r2r_end=rez[6]
worst-endpoint-required_ns=4.00
worst-path-max-fanout=3
timing.critical_path.from_type=primary input
cp_capture_type=primary output
r2r-start=rez[6]
worst_r2r_path_cells=1
r2r_setup_slack_ns=4.25
cp_class=in -> out

[synth]
ys_ff=40
sequential_element_share_of_the_synthesized_area_pct=50.6
yosys.stat.chipArea_mm2=0.00198
syn-cell-area_mm2=0.00198
yosys.cell_types.count=32
synthesis.yosys.warnings=1
asyncSetResetFlopFracSynth_pct=100
post_synth_inst_count=181
netlist.top_cell.by_area=sky130_fd_sc_hd__dfrtp_1
leading_cell_type_by_number_of_instances_after_synthesis=sky130_fd_sc_hd__dfrtp_1
post_synth.cell_area_avg_um2=10.9
synthTopCellsByArea=sky130_fd_sc_hd__dfrtp_1 (51%), sky130_fd_sc_hd__mux2_2 (11%), sky130_fd_sc_hd__ha_1 (5.1%), sky130_fd_sc_hd__o21ai_0 (4.6%), sky130_fd_sc_hd__nand2_1 (4.2%)
edf_count=0
top_cell_area_share_pct=50.6
yosys-top-cells-count=sky130_fd_sc_hd__dfrtp_1 (40), sky130_fd_sc_hd__nand2_1 (22), sky130_fd_sc_hd__mux2_2 (20)
synth-main-ff-cell=sky130_fd_sc_hd__dfrtp_1
yosysCellCount=181

[layout]
fraction_of_layout_cells_with_a_size_suffix_above_1_pct=16.9
final_design_area_no_fill_mm2=0.00305
final_instance_count_without_filler_cells=345
syn2layout_area_growth_pct=53.9

[final_timing]
final.setup.tns_ns=0
max_slew.worst_pin.slew_ns=0.640
fin_crit_ns=4.80
headroom_to_the_max_slew_limit_pct=57.3
setup_repair_after_global_routing_missed_its_margin=false
slew_violations=0
fin_crit_sh_pct=96.1
achievable-frequency_mhz=208
setup_viol_count_final=0
final_hold_vios=0
worst_clock_skew_ns=0

[placement]
place.detailed.hpwl_um=3410
port_buffers=81
place_area_mm2=0.00293
finalWeightedCongestion=0.847
placedCellCount=335

[die]
io_pins=82
row_count=25
floorplan.initialDensity_pct=41.6
die_h_um=72.3
core_area_mm2=0.00475
dieArea_mm2=0.00523
chipWidth_um=72.3

[hold_path]
hold_path_class=reg -> reg
min_from=imy[5]
min_to=imy[5]
whs_path_depth=2

[flow_run]
maximum_capacitance_violations=0
tool_warnings=27

[global_routing]
globalRoute.totalOverflow=0
grt_start_max_net_pins=41
grt_usage_pct=18.7
initial_antenna_violation_count=0
grt_pass1_wl_um=7320
grt_pass1_vias=1535

[drt]
drc=0
drtIter0Drc=75
finalWirelength_um=4370
routedWlPerCell_um=12.7
detailroute.via_count=1640
avgViaCountPerCell=4.75
drt_pre_antenna_iters=4
diodes=0
drtAntennaViolNets=0

[clocking]
worstSkewPairLatency_ns=0.29
clk_path_buf_depth=2
h_tree_levels=2
clock-sinks=40
clock_tree_from_tritoncts=built
holdBufCountCts=0
clkSlewWorstSetupHoldPaths_ns=0.08
cts-buffers-inserted=5
clockRootBuffer=sky130_fd_sc_hd__clkbuf_8

[pwr]
ir_worst_vdd_uv=143
total_power_per_unit_cell_area_mw_per_mm2=349
leakagePower_nw=1.39

[status]
outcome=finished clean

==> flip-flops by register name, summed over array words and instances (netlist names) <==
signal and count:
rez 8, imz 8, reg_alu 8, rey 8, imy 8
==> where the power goes <==
part / internal, W / switching, W / leakage [nW] / total (W)
Clock: 0.0000972 / 0.000112 / 0.0479 / 0.000209
Combinational: 0.000286 / 0.000121 / 0.841 / 0.000407
Sequential: 0.000407 / 0.0000404 / 0.502 / 0.000448
==> metrics by stage <==
step           hold slack, ns  power, W  worst slack, ns  util [%]
3_3_place_gp            0.463  0.000864          -0.0147      61.6
6_report                0.480   0.00106            0.197      64.1
4_1_cts                 0.488   0.00108         -0.00734      63.5
2_1_floorplan           0.426  0.000568            0.980         -
5_1_grt                 0.507   0.00115           0.0553      64.1
3_5_place_dp            0.469  0.000867          -0.0344      61.6
==> timing repair <==
action | in CTS | in global routing
resized | 2 | 4
endpoints found under the setup margin | 2 | 2
pin swaps | 0 | 4
setup buffers | 0 | 2
==> cells in the final DEF (no fill, tap or decap) <==
master                             n
sky130_fd_sc_hd__a21o_1            2
sky130_fd_sc_hd__a21oi_1           6
sky130_fd_sc_hd__a21oi_2           1
sky130_fd_sc_hd__a31oi_1           1
sky130_fd_sc_hd__a31oi_2           1
sky130_fd_sc_hd__buf_2             1
sky130_fd_sc_hd__buf_4            13
sky130_fd_sc_hd__clkbuf_8          5
sky130_fd_sc_hd__clkdlybuf4s50_1  76
sky130_fd_sc_hd__clkinv_2          2
sky130_fd_sc_hd__clkinv_4          1
sky130_fd_sc_hd__dfrtp_1          40
sky130_fd_sc_hd__dlymetal6s2s_1    4
sky130_fd_sc_hd__fa_1              1
sky130_fd_sc_hd__ha_1              8
sky130_fd_sc_hd__inv_1            12
sky130_fd_sc_hd__mux2_2           19
sky130_fd_sc_hd__mux2_4            1
sky130_fd_sc_hd__mux2i_1           1
sky130_fd_sc_hd__nand2_1          22
sky130_fd_sc_hd__nand2b_1          2
sky130_fd_sc_hd__nand3_1           3
sky130_fd_sc_hd__nand3b_1          1
sky130_fd_sc_hd__nor2_1           11
sky130_fd_sc_hd__nor2b_1           1
sky130_fd_sc_hd__nor3_1            3
sky130_fd_sc_hd__nor3b_1           1
sky130_fd_sc_hd__nor4_4            1
sky130_fd_sc_hd__o21ai_0          17
sky130_fd_sc_hd__o21ai_1           5
sky130_fd_sc_hd__o21bai_1          1
sky130_fd_sc_hd__o22ai_2           1
sky130_fd_sc_hd__o311ai_2          1
sky130_fd_sc_hd__or3_1             1
sky130_fd_sc_hd__or4b_1            1
sky130_fd_sc_hd__xnor2_1           2
sky130_fd_sc_hd__xor2_1            8
sky130_fd_sc_hd__xor3_1            1
==> worst max path at each step <==
stage	from	end	slack, ns	cells after the start
after CTS	s88	alu_out[7]	-0.007	11
after global routing	reg_mul[0]	alu_out[7]	0.06	12
final	reg_mul[0]	alu_out[7]	0.20	12
==> cell families after synthesis <==
family / share of synthesized area (%)
AND/OR/NAND/NOR: 11.4
AND-OR/OR-AND: 11.1
flip-flops: 50.6
multiplexers: 11.9
adder cells (fa/ha/maj): 6.07
buffers and inverters: 3.41
XOR/XNOR: 5.63
==> layer usage <==
metal / GRT usage, % / share of wire, % / vias up
li1: - / - / 811
met1: 30.6 / 49 / 766
met2: 27.5 / 44 / 58
met3: 3.94 / 6.4 / 5
met4: 1.96 / 1.1 / 0
met5: 0 / 0 / -
==> critical path, stage by stage <==
cell and delay [ns]:
sky130_fd_sc_hd__clkdlybuf4s50_1 0.47, sky130_fd_sc_hd__inv_1 0.05, sky130_fd_sc_hd__ha_1 0.22, sky130_fd_sc_hd__a21oi_1 0.16
sky130_fd_sc_hd__xor2_1 0.22, sky130_fd_sc_hd__ha_1 0.29, sky130_fd_sc_hd__a21o_1 0.20, sky130_fd_sc_hd__or3_1 0.32
sky130_fd_sc_hd__o22ai_2 0.11, sky130_fd_sc_hd__xor3_1 0.25, sky130_fd_sc_hd__inv_1 0.06, sky130_fd_sc_hd__clkdlybuf4s50_1 0.46
==> layout make-up <==
cell class,count,area [um2]
clock buffers,5,68.8
repair buffers,94,913
inverters,12,45.0
well taps,67,83.8
multi-input cells,124,915
clock inverters,3,18.8
fillers,415,1710
flip-flops and latches,40,1000
Power is estimated from default activity; no workload was simulated.
