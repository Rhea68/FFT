## flow/run.sh

```bash
#!/bin/bash
# OpenROAD 26Q1-2900-gdf79404cd8, Yosys 0.63+post, stock flow scripts
make -C /OpenROAD-flow-scripts/flow DESIGN_CONFIG=/design/flow/config.mk WORK_HOME=/design/flow/orfs finish
```

## flow/config.mk

```make
export PLATFORM = sky130hd
export DESIGN_NAME = sequencer
export DESIGN_NICKNAME = sequencer
export VERILOG_FILES = /design/flow/design.v
export SDC_FILE = /design/flow/constraint.sdc
export NUM_CORES = 4
export LEC_CHECK = 1
export CORE_AREA = 10 10 83 83
export DIE_AREA = 0 0 93 93
```

## flow/constraint.sdc

```tcl
current_design sequencer

set clk_period 2.4
set clk_io_pct 0.2

create_clock -name clk0 -period $clk_period [get_ports {clock}]

set non_clock_inputs [all_inputs -no_clocks]
set_input_delay [expr $clk_period * $clk_io_pct] -clock clk0 $non_clock_inputs
set_output_delay [expr $clk_period * $clk_io_pct] -clock clk0 [all_outputs]
```

## flow/design.v

```verilog
module sequencer (
input logic clock, n_rst, readyin,
output logic readyin_0,readyin_1,
output logic f1,f2,f3,f4,f5,f6,f7,f8,f9,s00,s11,s22,s33,s44,s55,s66,s77,s88);
typedef enum {idle,in0,in1,in2,in3,in4,in5,s0,s1,s2,s3,s4,s5,s6,s7,s8,out0,out1,out2,out3,out4} state_type;
 state_type present_state, next_state;
 always_ff @(posedge clock, negedge n_rst)  
    begin
      if (!n_rst)  
       begin	  
        present_state<=idle;
		readyin_0 <=1'b0;
		readyin_1 <=1'b0;
		end
	  else
	   begin
		 present_state<=next_state;		
		 readyin_0 <=readyin;
		 readyin_1 <=readyin_0;				 
	   end
    end
 always_comb
    begin
      f1=0;
	  f2=0;
	  f3=0;
	  f4=0;
	  f5=0;
	  f6=0;
	  f7=0;
	  f8=0;
	  f9=0;
	  s00=0;
	  s11=0;
	  s22=0;
	  s33=0;
	  s44=0;
	  s55=0;
	  s66=0;
	  s77=0;
	  s88=0;	               
      next_state=present_state;	 
	unique case(present_state)
			  idle: begin
                       next_state= in0;
                     end
						  in0: begin
						    if(readyin_0&&!readyin_1)
						       next_state=in1;							   
							   end
						  in1:begin
						       f1=1;
						       if(readyin_0&&!readyin_1)
							   next_state=in2;
							  end
						  in2:begin
						       f2=1;
						      if(readyin_0&&!readyin_1)
							   next_state=in3;
							 end
						  in3:begin
						       f3=1;
						       if(readyin_0&&!readyin_1)
							   next_state=in4;
							   end
						  in4:begin
						      f4=1;
						       if(readyin_0&&!readyin_1)
							   next_state=in5;
							   end
						  in5:begin
						       f5=1;
							  next_state=s0;
							   end
						  s0:begin
						      s00=1;
						      next_state=s1;
						     end
						  s1:begin
						      s11=1;
						      next_state=s2;
							  end
						  s2:begin
						      s22=1;
						      next_state=s3;
							  end
						 s3:begin
						       s33=1;
						       next_state=s4;
							 end
						  s4:begin
						     s44=1;
						      next_state=s5;
						     end
						 s5:begin
						    s55=1;
						    next_state=s6;
						    end
						 s6:begin
						    s66=1;
						    next_state=s7;
						    end
						  s7:begin
						      s77=1;
						      next_state=s8;
						     end
						  s8:begin
						     s88=1;						 
						     next_state=out0;
                            end							
                         out0:begin
						       if(readyin_0&&!readyin_1)
							   next_state=out1;
							   end     
			             out1:begin
						       f6=1;
						       if(readyin_0&&!readyin_1)
							   next_state=out2;
							  end
						  out2:begin
						       f7=1;
						      if(readyin_0&&!readyin_1)
							   next_state=out3;
							 end
						  out3:begin
						       f8=1;
						       if(readyin_0&&!readyin_1)
							   next_state=out4;
							   end
						  out4:begin
						      f9=1;
						       if(readyin_0&&!readyin_1)
							   next_state=idle;
							   end
			 default:;
			endcase        		 
    end 
endmodule
```

==> impl_metrics.json <==
{
  "yosysWarnings": 1,
  "power.density_mw_per_mm2": 585,
  "cp-start-kind": "flop",
  "dr.first_iter.drc_count": 13,
  "cts_resized": 0,
  "postCtsHoldBufs": 0,
  "final_max_slew_viol_count": 0,
  "clock-sinks": 23,
  "syn-instance-count": 39,
  "max-cap-violations": 0,
  "area_growth_pct": 47.1,
  "top_cells_by_count": "dfrtp_1, mux2_4",
  "warning_count": 25,
  "ys_dominant_reg_cell": "dfrtp_1",
  "dp_slack_ps": 1030,
  "hold_viol": 0,
  "ys_seq_elements": 23,
  "holdCritStartpoint": "present_state[13]$_DFF_PN0_",
  "io_buffers": 22,
  "grt_usage_pct": 3.37,
  "cts_tree": "done",
  "power.leakage_nw": 0.516,
  "fin_skew_ps": 3.62,
  "synth_top_cell_by_area": "dfrtp_1",
  "setup_tns_ps": 0,
  "slowest_stage": "clkdlybuf4s50_1",
  "path_class": "reg2out",
  "globalplace.congestion": 0.667,
  "max_freq_mhz": 611,
  "drc": 0,
  "post_cts_buffers": 0,
  "slew_headroom_pct": 80.7,
  "crit_path_max_incr_delay_ps": 500,
  "grt_pass1_vias": 411,
  "rsz0062_at_grt": "no",
  "die_area_mm2": 0.00865,
  "vias": 379,
  "path_cells": "clkdlybuf4s50_1",
  "via_per_inst": 2.81,
  "fin_crit_sh_pct": 68.2,
  "core_mm2": 0.00514,
  "yosys_cells": 39,
  "first_pass_iters": 2,
  "diodes": 0,
  "crit_family": "buffers and inverters",
  "h-tree-depth": 1,
  "ant_nets": 0,
  "fp.dieH_um": 93,
  "crit_path_end_kind": "output port",
  "fin_crit_ps": 1640,
  "synthTopCellsByArea": "dfrtp_1, mux2_4, dfstp_2",
  "cp-startpoint": "readyin_0$_DFF_PN0_",
  "crit_fanout": 3,
  "cts_buffers": 3,
  "row_count": 26,
  "total_power_mw": 0.640,
  "grt_max_degree": 24,
  "top_area_share_pct": 73.9,
  "async_flop_share_pct": 100,
  "cts_root_buffer": "clkbuf_8",
  "fillCellCount": 558,
  "hpwl_um": 1040,
  "edf_count": 0,
  "path_buffers": 1,
  "drive_above_1_share_pct": 23.1,
  "ir_drop_mv": 0.347,
  "setup_viol": 0,
  "clk_latency_ps": 250,
  "avgSynthCellArea_um2": 19.1,
  "synth_area_um2": 744,
  "grt_pass1_wl_um": 2300,
  "antenna_found_initial": 0,
  "wire_per_inst_um": 10.3,
  "clk_pin_slew_ps": 80,
  "status": "finished, final reports clean",
  "critical_path_required_ps": 1920,
  "overflow": 0,
  "arrival_ps": 1160,
  "min_path_type": "reg2reg",
  "synth_seq_share_pct": 77.5,
  "fin_ws_ps": 764,
  "ys_area_um2": 744,
  "ys_types": 9,
  "clk_path_buf_depth": 2,
  "top_cell": "dfrtp_1",
  "initial_core_util_pct": 14.5,
  "r2r-start": "readyin_0$_DFF_PN0_",
  "ios": 23,
  "wl_um": 1390,
  "tightest_slew_ps": 289,
  "die_w_um": 93
}
[layout by cell type, fill, tap and decap left out]
cell,count
inv_1,2
nor2_1,2
a21o_1,2
clkdlybuf4s50_1,22
mux2_2,2
dfrtp_1,22
clkinv_2,1
dfstp_2,1
clkbuf_8,3
buf_4,1
mux2_4,6
nand2b_4,1
[metal layers]
metal	vias to the layer above	global-route usage [%]	wire [um]
met3	2	2.91	221
li1	180	-	-
met5	-	0	0
met4	0	0.257	8
met1	179	4.51	631
met2	18	4.15	533
[metrics by stage]
stage / utilization [%] / hold slack (ps) / area, um2 / cells
after floorplan: - / 184 / 744 / 39
after global placement: 20.4 / 362 / 1050 / 131
after detailed placement: 20.4 / 362 / 1050 / 131
after CTS: 21.3 / 377 / 1090 / 135
after global routing: 21.3 / 394 / 1090 / 135
final: 21.3 / 374 / 1090 / 135
[kinds of logic after synthesis]
logic type      after synthesis  synth area share [%]
flops                        23                  77.5
mux                           8                  15.1
compound gates                2                  2.02
simple gates                  3                  2.86
buf+inv                       3                  2.52
[layout make-up]
type | count | area (um2) | area share (%)
clock inverters | 1 | 5.00 | 0.457
well taps | 70 | 87.6 | 8.00
flip-flops and latches | 23 | 577 | 52.7
repair buffers | 23 | 228 | 20.8
clock buffers | 3 | 41.3 | 3.77
multi-input cells | 13 | 149 | 13.6
inverters | 2 | 7.51 | 0.686
[power by group]
| group | leakage, nW | switching [mW] | internal [mW] |
|---|---|---|---|
| Clock | 0.0255 | 0.112 | 0.115 |
| Sequential | 0.313 | 0.00156 | 0.389 |
| Combinational | 0.178 | 0.0119 | 0.0102 |
[worst paths after layout]
path                                                to  slack (ps)  depth (start not counted)
hold reg to reg             present_state[8]$_DFF_PN0_         370                          0
setup reg to reg                                  flop        1320                          2
min in group asynchronous  present_state[10]$_DFF_PN0_         580                          2
hold / removal              present_state[8]$_DFF_PN0_         370                          0
max in group asynchronous   present_state[0]$_DFF_PN1_        1540                          2
setup / recovery                             readyin_0         760                          1
Power figures rest on the tool's default switching activity, not on a simulated workload.
